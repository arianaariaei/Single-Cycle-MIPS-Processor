File: /design/flow/design.v
module DataMemory (clock, address, MemWrite, MemRead, WriteData, ReadData);
	input clock;
	input [6:0] address;
	input MemWrite, MemRead;
	input [31:0] WriteData; 
	output reg [31:0] ReadData;
	reg [31:0] Mem[0:127];  
	initial begin
		Mem[0] = 5;
		Mem[1] = 6;
		Mem[2] = 7;
	end
	always @ (posedge clock) begin
		if (MemWrite == 1)
			Mem[address[6:2]] <= WriteData;
	end
	always @(negedge clock) begin
		if (MemRead == 1)
			ReadData <= Mem[address[6:2]];
	end	
endmodule
File: /design/flow/run.sh
#!/bin/bash
# OpenROAD 26Q1-2900-gdf79404cd8, Yosys 0.63+post, stock flow scripts
make -C /OpenROAD-flow-scripts/flow DESIGN_CONFIG=/design/flow/config.mk WORK_HOME=/design/flow/orfs finish
File: /design/flow/config.mk
export PLATFORM = sky130hd
export DESIGN_NAME = DataMemory
export DESIGN_NICKNAME = DataMemory
export VERILOG_FILES = /design/flow/design.v
export SDC_FILE = /design/flow/constraint.sdc
export NUM_CORES = 4
export LEC_CHECK = 1
export CORE_UTILIZATION = 30
export SYNTH_HDL_FRONTEND = slang
File: /design/flow/constraint.sdc
current_design DataMemory

set clk_period 6.0
set clk_io_pct 0.2

create_clock -name clk0 -period $clk_period [get_ports {clock}]

set non_clock_inputs [all_inputs -no_clocks]
set_input_delay [expr $clk_period * $clk_io_pct] -clock clk0 $non_clock_inputs
set_output_delay [expr $clk_period * $clk_io_pct] -clock clk0 [all_outputs]
==> GITHUB_STEP_SUMMARY <==
## PnR job results

| Metric | Value |
|---|---|
| Post-CTS Resized | 3 |
| Clock Latency Late Sink | 690 ps |
| Most common cell in the synthesized netlist | edfxtp_1 |
| Final wirelength | 101900 um |
| Syn_area_per_cell | 18.99 um^2 |
| Cell Rows | 133 |
| Final tally of hold violations | 0 |
| Post-synth top cells | edfxtp_1 (1056), mux2i_1 (512), o22ai_1 (256), buf_2 (82), nor4_1 (64) |
| Final ANT Viol Nets | 0 |
| Worst-path clk slew | 60 ps |
| CP bufs+invs | 1 |
| Worst Path Required | 4800 ps |
| Cell count in the Yosys report | 2108 |
| Status | finished, final reports clean |
| Crit path DAT | 4760 ps |
| CP max FO | 1 |
| Hpwl dp | 62770 um |
| Logic cell area | 7939 um^2 |
| CTS tree | yes |
| Post-Synthesis Cells | 2108 |
| GPL Wtd Cong | 0.8490 |
| Setup ws final | 44.23 ps |
| Hold WC Path Type | in2reg |
| DP Area | 45260 um^2 |
| Power density over cell area | 316.0 nW/um^2 |
| Switching part of the total | 20.65% |
| Non-filler cells in the finished layout | 4305 |
| OpenROAD warning count | 60 |
| Crit Path Category | reg2out |
| Synth warn | 0 |
| RSZ-0062 raised after global routing | false |
| Yosys top cell by area | edfxtp_1 |
| Maximum vdd drop | 230.8 uV |
| Total GRT Usage | 16.08% |
| Predominant post-synthesis flop cell | edfxtp_1 |
| Clk pwr share | 41.1% |
| Post-route cell area | 48720 um^2 |
| Pwr Total | 15390 uW |
| P&R area growth vs syn | 21.71% |
| PortBufs | 71 |
| Cell class contributing the biggest share of worst-path delay | buffers and inverters |
| FF/Latch Area | 31710 um^2 |
| DR WL/cell | 23.68 um |
| Gate power share | 5.1% |
| Hold_buf cts | 0 |
| CTS Sinks | 1056 |
| Critical Path Source Type | flip-flop |
| Number of global-route vias before repair | 22535 |
| Die y size | 367.3 um |
| Asr flop ratio synth | 0% |
| Biggest cell delay along the critical path | 550 ps |
| Post-CTS setup buffers | 0 |
| GRT overflow | 0 |
| DR pass1 iterations | 6 |
| Critical Path End Type | output pin |
| Int Pwr | 12220 uW |
| Mapped Area | 40030 um^2 |
| Fill cells | 11653 |
| First-pass GRT wire length | 147500 um |
| Largest net degree at the start of global routing | 33 |
| DRC Markers | 0 |
| Cell chain of the critical path | clkdlybuf4s50_1 |
| Top cell area share | 79.22% |
| Post-placement cell count | 4079 |
| Via/cell ratio | 4.913 |
| Worst-Margin Slew | 1027 ps |
| Largest buffer count on any clock path | 3 |
| Yosys chip area | 40030 um^2 |
| Fraction of layout cells with a size suffix above 1 | 18.20% |
| Post-Route Skew | 29.32 ps |
| Post-synth EDFFs | 1056 |
| Initial antenna violation count | 0 |
| Synth area leaders | edfxtp_1 (79%), mux2i_1 (13%), o22ai_1 (4.0%) |
| Setup total negative slack | 0 ps |
| Worst relative slew slack | 31.31% |
| Dpl ws | -745.9 ps |
| Core area | 132000 um^2 |
| Pins over their slew limit | 0 |
| Synth unique cells | 21 |
| CTS root buf | clkbuf_16 |
| Setup violations, final | 0 |
| Post-synth seq share | 79.22% |
| Initial drt markers | 1206 |
| Pre-Place Util | 30.33% |
| Cts bufs inserted | 105 |
| Via count | 21151 |
| Sequential power share | 53.8% |
| Width of the die | 367.3 um |
| CTS HTree Levels | 3 |
| I/O Pins | 74 |
| Leak | 0.01692 uW |
| Slowest stage cell, crit path | clkdlybuf4s50_1 |
| Post-synth regs | 1056 |
| Area of the die | 134900 um^2 |
| Number of max-cap violations | 0 |
| Sw power | 3178 uW |
-- power by group through the flow --
stage / logic (uW) / registers [uW] / clock network (uW)
4_1_cts: 795 / 8280 / 6420
5_1_grt: 849 / 8290 / 6730
6_report: 790 / 8280 / 6320
-- layout make-up --
type / count / share of cell area (%)
tap: 1755 / 4.508
clock inverter: 89 / 1.228
multi-input combinational: 925 / 16.30
clock buffer: 137 / 5.792
sequential: 1056 / 65.09
antenna: 1 / 0.005137
timing repair buffer: 342 / 7.078
-- through the flow --
| step | hold WS [ps] | utilization (%) |
|---|---|---|
| floorplan | 1299 | - |
| global route | 1347 | 36.91 |
| CTS | 1317 | 36.90 |
| global placement | 2032 | 34.30 |
| finish | 1350 | 36.92 |
| detailed placement | 2037 | 34.30 |
-- registers in the layout, summed over array words and instances, names as in the netlist --
name,count
ReadData,32
Mem,1024
-- metal layers --
metal  global-route usage, %  vias to the layer above  part of all wire (%)
met5                  0.6054                        -                 0.057
met4                   3.165                        2                   2.4
met3                   14.12                      171                    19
met2                   23.48                     1459                    45
met1                   17.75                    10171                    34
li1                        -                     9348                     -
-- cell families (layout without fill, tap and decap cells) --
kind of cell           count (synthesis)  in the layout  share of synthesized area [%]
buffers and inverters                127            568                          1.757
AND/OR/NAND/NOR                      157            157                          2.213
multiplexers                         512            512                          12.80
flip-flops                          1056           1056                          79.22
other                                  0              1                              0
AND-OR/OR-AND                        256            256                          4.001
-- final timing paths --
path,start,endpoint,slack [ps],depth (start not counted)
setup / recovery,ReadData[11],ReadData[11],40,1
hold / removal,WriteData[23],Mem[9][23],1350,2
setup reg to reg,Mem[9][16],ReadData[16],1430,5
hold reg to reg,Mem[20][28],ReadData[28],3710,4
-- layout by cell type, fill, tap and decap left out, drive strengths merged --
cell type	count
or3b	3
clkdlybuf4s50	68
clkinvlp	6
or4	1
nor2	29
nor3	4
nand3	2
buf	273
nand4b	4
nand4	1
clkbuf	137
mux2i	512
nand4bb	6
clkinv	37
nor4	64
edfxtp	1056
diode	1
nand3b	4
or3	1
or4b	4
bufinv	7
o22ai	256
nand2	34
inv	39
dlymetal6s2s	1
Power figures rest on the tool's default switching activity, not on a simulated workload.
