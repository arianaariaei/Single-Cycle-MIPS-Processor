--- flow/constraint.sdc ---
current_design ALU

set clk_period 18.2
set clk_io_pct 0.2

create_clock -name clk0 -period $clk_period

set non_clock_inputs [all_inputs -no_clocks]
set_input_delay [expr $clk_period * $clk_io_pct] -clock clk0 $non_clock_inputs
set_output_delay [expr $clk_period * $clk_io_pct] -clock clk0 [all_outputs]
--- flow/design.v ---
module ALU (ALUCtl, A, B, ALUOut, Zero);
	input [3:0] ALUCtl;
	input [31:0] A,B;
	output reg [31:0] ALUOut;
	output Zero;
	assign Zero = (ALUOut == 0);
	always @(ALUCtl, A, B) begin
		case (ALUCtl)
			0: ALUOut <= A & B;
			1: ALUOut <= A | B;
			2: ALUOut <= A + B;
			6: ALUOut <= A - B;
			7: ALUOut <= A < B ? 1:0;
			12: ALUOut <= ~(A | B);
			default: ALUOut <= 0;
		endcase
	end
endmodule
--- flow/run.sh ---
#!/bin/bash
# OpenROAD 26Q1-2900-gdf79404cd8, Yosys 0.63+post, stock flow scripts
make -C /OpenROAD-flow-scripts/flow DESIGN_CONFIG=/design/flow/config.mk WORK_HOME=/design/flow/orfs finish
--- flow/config.mk ---
export PLATFORM = sky130hd
export DESIGN_NAME = ALU
export DESIGN_NICKNAME = ALU
export VERILOG_FILES = /design/flow/design.v
export SDC_FILE = /design/flow/constraint.sdc
export NUM_CORES = 4
export LEC_CHECK = 1
export CORE_UTILIZATION = 40
export SYNTH_HDL_FRONTEND = slang
==> results.yml <==
# yosys + openroad results
synth:
  yosys_warnings: 0
  logic_family: "AND-OR/OR-AND gates"
  synth_area_mm2: 0.00633
  synth-xor-area-share_pct: 1.11
  avgSynthCellArea_um2: 6.74
  syn_inst: 940
  area_leaders: "ha_1 20%, a21oi_1 6.7%, inv_1 5.7%"
  ys_seq_share_pct: 0
  ys_area_mm2: 0.00633
  yosys.area.top_type: "ha_1"
  aoi_share_pct: 41.1
  synth_top_area_share_pct: 20.0
  ys_sh_mux_pct: 1.15
  synth_cell_types: 96
  ys_sh_simple_pct: 26.3
  ys_cells: 940
  synth_adder_area_share_pct: 20.6
final_layout:
  nClkBuffers: 0
  lay_top_cells: "101 x ha_1, 101 x clkdlybuf4s50_1, 96 x inv_1, 88 x nor2_1, 85 x a21oi_1"
  drive_above_1_share_pct: 6.02
  flops: 0
  layoutNonFillerInstCount: 1207
  fillers: 1574
  area.sequential_um2: 0
  final_util_pct: 48.7
  syn2layout_area_growth_pct: 17.7
global_routing:
  grt_usage_pct: 30.4
  grt_first_pass_wirelength_um: 38300
  antenna_found_initial: 0
  grt_pass1_vias: 6706
  grt_max_degree: 30
  overflow: 0
floorplanning:
  chipArea_mm2: 0.0163
  fp.dieW_um: 128
  die_h_um: 128
  coreArea_mm2: 0.0153
  io-pin-count: 101
  num_rows: 45
  floorplan.core_util_pct: 41.3
sta:
  setup_tns_ns: 0
  slew_headroom_pct: 22.9
  min_period_ns: 12.20
  fin_crit_sh_pct: 67.1
  drv_slew: 0
  fmax_mhz: 81.9
  max_slew.worst_pin.slew_ns: 1.14
  finalHoldViolations: 0
  rsz0062_at_grt: "no"
  finalSetupViolations: 0
hold_path:
  hold_class: "in2out"
worst_setup_path:
  crit_top_cell: "or4_1"
  worstSetupPathDepth: 12
  critical_path.top_delay_family: "simple AND/OR/NAND/NOR gates"
  cp.arrival_ns: 8.56
  required_ns: 14.56
  slowest_stage: "clkdlybuf4s50_1"
  cp_cell_sequence: "clkdlybuf4s50_1 -> nor2_1 -> nand2_1 -> buf_4 -> o31a_1 -> nand3_1 -> or4_1 -> or4_1 -> or4_1 -> nor4b_2 -> nor4b_2 -> clkdlybuf4s50_1"
  cp-start-kind: "primary input"
  cpPeakStageDelay_ns: 1.00
  endpoint: "Zero"
  cp-end-kind: "output pin"
  startpoint: "ALUCtl[3]"
  worstSetupPathType: "in2out"
  worstPathMaxFanout: 21
  crit_buf_inv: 3
drt:
  wl_um: 24900
  final_antenna_net_count: 0
  post_drt_wl_per_cell_um: 20.6
  via_per_inst: 6.20
  firstDrtPassIters: 5
  antennaDiodeCount: 0
  drc: 0
  vias: 7481
  drtIter0Drc: 695
power_and_ir_drop:
  p_sw_mw: 0.135
  internal-power_mw: 0.0947
  leakagePower_nw: 3.24
  seq_power_share_pct: 0
  combPwrFrac_pct: 100.0
  powerDensity_mw_per_mm2: 30.8
  p_clk_share_pct: 0
  ir_drop_mv: 0.0154
  swShare_pct: 58.8
place:
  dp_cells: 1207
  gp_congestion: 1.01
  io_buffers: 101
  place_hpwl_um: 19500
run_status:
  status: "finished, final reports clean"
clock_network:
  cts_hold_buffers: 0
  cts_setup_buffers: 0
  ctsResizeCount: 0
run:
  warnings: 101
  maxCapViolations: 0
==> kinds of logic (layout without fill, tap and decap cells) <==
| group | Yosys count | after routing |
|---|---|---|
| adder cells (fa/ha/maj) | 103 | 103 |
| multiplexers | 7 | 7 |
| AND/OR/NAND/NOR | 309 | 309 |
| AND-OR/OR-AND | 361 | 361 |
| buffers and inverters | 152 | 208 |
| XOR/XNOR | 8 | 8 |
==> synthesized netlist by cell type, types with 6 or more instances <==
library cell	instances
a211oi_1	18
nand3_1	15
xnor2_1	6
nor4_1	9
or3_1	6
clkbuf_1	33
a31oi_1	8
o211ai_1	15
and2_1	10
a21oi_1	85
o21a_1	9
o21bai_1	10
or4_1	10
o2111ai_1	6
ha_1	101
nor2b_1	13
a211o_1	7
nand4b_1	6
inv_1	96
buf_4	6
nor2_1	88
nand4_1	12
buf_2	11
o22ai_1	8
nor3_1	17
a221oi_1	18
a221o_1	9
nand3b_1	6
o31ai_1	9
o21ai_0	50
a21o_1	19
nand2_1	62
nand2b_1	17
==> through the flow <==
stage               hold WS [ns]  area, um2  worst slack [ns]  power, mW
floorplan                   7.58       6330              7.88      0.143
global placement            8.60       7450              6.11      0.226
global route                8.64       7450              5.81      0.248
detailed placement          8.59       7450              6.10      0.224
CTS                         8.59       7450              6.08      0.225
finish                      8.59       7450              6.00      0.230
==> worst min path at each step <==
stage	start	to	depth (start not counted)
final	ALUCtl[1]	ALUOut[13]	4
after global routing	ALUCtl[1]	ALUOut[13]	4
after CTS	ALUCtl[1]	ALUOut[13]	4
==> cell type report <==
type | instances | area [um2] | area share, %
Inverter | 96 | 360 | 4.83
Multi-Input combinational cell | 788 | 5740 | 77.0
Timing Repair Buffer | 112 | 1090 | 14.7
Tap cell | 211 | 264 | 3.54
==> tightest hold or removal path, stage by stage <==
cell and delay [ns]:
clkdlybuf4s50_1 0.45, buf_4 0.29, o22ai_1 0.15, clkdlybuf4s50_1 0.42
==> routing by layer <==
metal | global-route usage (%) | share of wire (%)
met1 | 45.2 | 46
met2 | 45.4 | 42
met3 | 3.53 | 8.6
met4 | 10.1 | 3.8
met5 | 0 | 0
==> power groups by stage <==
stage	Clock, mW	Sequential [mW]	Combinational (mW)
after CTS	0	0	0.225
after global routing	0	0	0.248
final	0	0	0.230
Power and IR drop assume default switching activity.
