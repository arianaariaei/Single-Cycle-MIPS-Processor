==> ./design.v <==
module RegisterFile(
    input clk,
    input [4:0] ReadReg1,
    input [4:0] ReadReg2,
    input [4:0] WirteReg,
    input RegWrt,
    input [31:0] WirteData,
    output [31:0]ReadData1,
    output [31:0]ReadData2
);
    reg [31:0] freg[0:31];
   initial begin
       freg[0] = 8'b 10000000;
       freg[1] = 8'b 10101010;
    end  
    assign ReadData1 = freg[ReadReg1];
    assign ReadData2 = freg[ReadReg2];
    always @(posedge clk) begin
        if (RegWrt) begin
            freg[WirteReg] <= WirteData;
        end
    end
endmodule
==> ./run.sh <==
#!/bin/bash
# OpenROAD 26Q1-2900-gdf79404cd8, Yosys 0.63+post, stock flow scripts
make -C /OpenROAD-flow-scripts/flow DESIGN_CONFIG=/design/flow/config.mk WORK_HOME=/design/flow/orfs finish
==> ./config.mk <==
export PLATFORM = sky130hd
export DESIGN_NAME = RegisterFile
export DESIGN_NICKNAME = RegisterFile
export VERILOG_FILES = /design/flow/design.v
export SDC_FILE = /design/flow/constraint.sdc
export NUM_CORES = 4
export LEC_CHECK = 1
export CORE_UTILIZATION = 50
export SYNTH_HDL_FRONTEND = slang
==> ./constraint.sdc <==
current_design RegisterFile

set clk_period 6.4
set clk_io_pct 0.2

create_clock -name clk0 -period $clk_period [get_ports {clk}]

set non_clock_inputs [all_inputs -no_clocks]
set_input_delay [expr $clk_period * $clk_io_pct] -clock clk0 $non_clock_inputs
set_output_delay [expr $clk_period * $clk_io_pct] -clock clk0 [all_outputs]
==> results.txt <==
yosys + openroad results -> peak supply drop roughly 0.00022 V, layout cell share with drive strength beyond 1 0.101, CP Max Fanout 33, final hold slack 1.41 ns, Critical Path RT about 5.1 ns, WL final approximately 160000 microns, CP startpoint ReadReg1[0], P per Cell Area roughly 270 nW/um^2, largest net degree at the start of global routing between 70 and 80, Area growth syn-to-layout 13.6%, WL/cell around 33 microns, pre-CTS WS 0.922 ns, Max Cap Viol 0, Post-route DRC 0, die footprint 98800 sq um, DP HPWL between 80000 and 90000 microns, Core ar. around 97000 sq um, Worst-path clk slew 0.06 ns, port buffer count 112, Starting Density 0.505, post-synth cell types 23, Top reg by flops freg, yosys warning tally 0, RSZ-0062 raised after global routing no, TritonCTS clock tree built, GRT Util Overall 0.353, CTS Buffer Depth 3, Tmin final around 5.6 ns, share of the yosys chip area belonging to registers 0.630, syn avg cell area 14.4 sq um, Final Power 15.2 mW, CP cell instances clkdlybuf4s50_1 > nor2_4 > buf_12 > a22o_1 > nor3_1 > a31oi_1 > nand3_1 > clkdlybuf4s50_1, FF+latch count, synth roughly 1k, Setup Fix Bufs, Post-CTS 0, number of global-route vias before repair 33.1k, min-delay worst type input pin to flop, max-slew violations 0, Crit path largest cell delay 0.61 ns, crit path kind input pin to primary output, min-delay src WirteData[3], htree depth 3, most used cell, CP clkdlybuf4s50_1, antenna violations before repair 3, final worst-path cycle share 0.871, CP Launch Type input pin, Static Leak between 20 and 25 nW, Vias about 32k, outcome complete, no violations, I/O pin count between 100 and 150, post-cts gate resize count 0, critical path arrival between 4 and 5 ns, setup TNS 0 ns, Num CTS Buffers ~110, endpoints failing hold 0, Log Warnings 26, Vias/cell approximately 6.5, clock tree sinks 1024, min setup slack post-route 0.824 ns, final setup vio count 0, CP endpoint kind primary output, Yosys chip area 48800 sq um, Root Driver clkbuf_16, grt total ovfl 0, Largest regs freg: 1024 flops, slowest CP cell nor2_4, Pre-antenna DRT Iters 6, GP Congestion 0.920, Mapped Area between 40000 and 50000 sq um, first-pass GRT wire length 227000 microns, antenna viol nets, final 0, yosys cell count between 3k and 4k, fmax approximately 180 MHz, hold buffers post-CTS 0, Post-Synthesis Cells between 3k and 4k, relative slew slack 0.322, die span in y about 310 microns, Die X about 310 microns, worst slew pin tran between 1 and 1.5 ns, fin util 0.573, number of DRC markers in iteration 0 ~2.3k, # rows between 100 and 150, Layout fillers 7210, Largest register FFs ~1.0k
-- worst max-delay path: cells and delay by family --
kind / cells / cell delay (ns)
AND/OR/NAND/NOR: 3 / 0.91
buffers and inverters: 3 / 1.40
AND-OR/OR-AND: 2 / 0.64
-- kinds of logic (layout without fill, tap and decap cells) --
group / count (synthesis) / count (layout) / synth area share
multiplexers: 1024 / 1024 / 0.210
flip-flops: 1024 / 1024 / 0.630
AND-OR/OR-AND: 576 / 576 / 0.0804
AND/OR/NAND/NOR: 509 / 509 / 0.0471
buffers and inverters: 253 / 467 / 0.0321
other: 0 / 2 / 0
-- cell type report --
cell class | count | area [sq um] | share of cell area
diodes | 2 | 5.00 | 0.0000903
clock buffers | 130 | 2810 | 0.0507
repair buffers | 270 | 2790 | 0.0504
multi-input cells | 2109 | 16800 | 0.303
well taps | 1276 | 1600 | 0.0288
clock inverters | 67 | 678 | 0.0122
flip-flops and latches | 1024 | 30700 | 0.555
-- worst paths after layout --
kind	to	slack, ns	cells after the start
setup / recovery	ReadData1[18]	0.82	8
hold / removal	freg[26][3]	1.41	2
-- power by group --
group / internal [mW] / switching (mW) / total, mW
logic: 0.546 / 0.891 / 1.44
clock network: 3.63 / 2.61 / 6.24
registers: 7.46 / 0.0329 / 7.50
total: 11.6 / 3.53 / 15.2
-- cells in the mapped netlist (all sizes together) --
master,instances,area [sq um]
nor2b,4,25.0
nor3,64,320
buf,163,1210
a31oi,64,400
nand2b,4,25.0
nor2,35,131
nand3,194,971
or2,2,12.5
a22oi,192,1440
a21oi,192,961
edfxtp,1024,30700
a22o,128,1120
nand3b,5,37.5
or3b,3,26.3
and2,2,12.5
mux2i,1024,10200
or3,1,6.26
nand2,195,732
clkbuf,90,353
-- layout by cell type, fill, tap and decap left out, types with 38 or more instances in the layout --
cell type / instances
buf_4: 120
buf_12: 38
a31oi_1: 64
a22o_1: 128
nand3_1: 194
a22oi_1: 192
nor3_1: 64
clkbuf_16: 109
nand2_1: 193
mux2i_1: 1024
edfxtp_1: 1024
clkdlybuf4s50_1: 110
a21oi_1: 192
-- per-layer routing --
metal / share of wire / GRT usage / up-vias
met5: 0.0025 / 0.0300 / -
met2: 0.44 / 0.488 / 2189
li1: - / - / 13700
met4: 0.037 / 0.0965 / 14
met3: 0.17 / 0.257 / 347
met1: 0.34 / 0.463 / 15600
-- through the flow --
| step | instance area (sq um) | std cells |
|---|---|---|
| final | 55400 | 4878 |
| after global routing | 55400 | 4876 |
| after CTS | 55400 | 4876 |
| after detailed placement | 51900 | 4679 |
| after global placement | 51900 | 4679 |
| after floorplan | 48800 | 3386 |
No activity file was given, so power comes from the tool's default toggle rates.
